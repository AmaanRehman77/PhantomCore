===== flow/constraint.sdc =====
current_design cache_adapter

set clk_period 6.2
set clk_io_pct 0.2

create_clock -name clk0 -period $clk_period [get_ports {clk}]

set non_clock_inputs [all_inputs -no_clocks]
set_input_delay [expr $clk_period * $clk_io_pct] -clock clk0 $non_clock_inputs
set_output_delay [expr $clk_period * $clk_io_pct] -clock clk0 [all_outputs]

===== flow/config.mk =====
export PLATFORM = sky130hd
export DESIGN_NAME = cache_adapter
export DESIGN_NICKNAME = cache_adapter
export VERILOG_FILES = /design/flow/design.v
export SDC_FILE = /design/flow/constraint.sdc
export NUM_CORES = 4
export LEC_CHECK = 1
export CORE_AREA = 10 10 302 302
export DIE_AREA = 0 0 312 312

===== flow/design.v =====
interface mem_itf_w_mask #(
    parameter               CHANNELS = 1,
    parameter               DWIDTH = 32,
    parameter               MWIDTH = DWIDTH / 8
)(
    input   bit             clk,
    input   bit             rst
);
    logic   [31:0]          addr    [CHANNELS];
    logic   [MWIDTH-1:0]    rmask   [CHANNELS];
    logic   [MWIDTH-1:0]    wmask   [CHANNELS];
    logic   [DWIDTH-1:0]    rdata   [CHANNELS];
    logic   [DWIDTH-1:0]    wdata   [CHANNELS];
    logic                   resp    [CHANNELS];
    bit                     error = 1'b0;
    modport dut (
        input               clk,
        input               rst,
        output              addr,
        output              rmask,
        output              wmask,
        input               rdata,
        output              wdata,
        input               resp
    );
    modport mem (
        input               clk,
        input               rst,
        input               addr,
        input               rmask,
        input               wmask,
        output              rdata,
        input               wdata,
        output              resp,
        output              error
    );
    modport mon (
        input               clk,
        input               rst,
        input               addr,
        input               rmask,
        input               wmask,
        input               rdata,
        input               wdata,
        input               resp,
        output              error
    );
endinterface
interface mem_itf_wo_mask #(
    parameter               CHANNELS = 1,
    parameter               DWIDTH = 32
)(
    input   bit             clk,
    input   bit             rst
);
    logic   [31:0]          addr    [CHANNELS];
    logic                   read    [CHANNELS];
    logic                   write   [CHANNELS];
    logic   [DWIDTH-1:0]    rdata   [CHANNELS];
    logic   [DWIDTH-1:0]    wdata   [CHANNELS];
    logic                   resp    [CHANNELS];
    bit                     error = 1'b0;
    modport dut (
        input               clk,
        input               rst,
        output              addr,
        output              read,
        output              write,
        input               rdata,
        output              wdata,
        input               resp
    );
    modport mem (
        input               clk,
        input               rst,
        input               addr,
        input               read,
        input               write,
        output              rdata,
        input               wdata,
        output              resp,
        output              error
    );
    modport mon (
        input               clk,
        input               rst,
        input               addr,
        input               read,
        input               write,
        input               rdata,
        input               wdata,
        input               resp,
        output              error
    );
endinterface
interface mem_itf_banked(
    input   bit             clk,
    input   bit             rst
);
    logic   [31:0]          addr;
    logic                   read;
    logic                   write;
    logic   [63:0]          wdata;
    logic                   ready;
    logic   [31:0]          raddr;
    logic   [63:0]          rdata;
    logic                   rvalid;
    bit                     error = 1'b0;
    modport dut (
        input               clk,
        input               rst,
        output              addr,
        output              read,
        output              write,
        output              wdata,
        input               ready,
        input               raddr,
        input               rdata,
        input               rvalid
    );
    modport mem (
        input               clk,
        input               rst,
        input               addr,
        input               read,
        input               write,
        input               wdata,
        output              ready,
        output              rdata,
        output              raddr,
        output              rvalid,
        output              error
    );
    modport mon (
        input               clk,
        input               rst,
        input               addr,
        input               read,
        input               write,
        input               wdata,
        input               ready,
        input               rdata,
        input               raddr,
        input               rvalid,
        input               error
    );
endinterface
interface mon_itf#(
            parameter       CHANNELS = 1
)(
    input   bit             clk,
    input   bit             rst
);
            logic           valid     [CHANNELS];
            logic   [63:0]  order     [CHANNELS];
            logic   [31:0]  inst      [CHANNELS];
            logic           halt      [CHANNELS];
            logic   [4:0]   rs1_addr  [CHANNELS];
            logic   [4:0]   rs2_addr  [CHANNELS];
            logic   [31:0]  rs1_rdata [CHANNELS];
            logic   [31:0]  rs2_rdata [CHANNELS];
            logic   [4:0]   rd_addr   [CHANNELS];
            logic   [31:0]  rd_wdata  [CHANNELS];
            logic   [4:0]   frd_addr  [CHANNELS];
            logic   [31:0]  frd_wdata [CHANNELS];
            logic   [31:0]  pc_rdata  [CHANNELS];
            logic   [31:0]  pc_wdata  [CHANNELS];
            logic   [31:0]  mem_addr  [CHANNELS];
            logic   [3:0]   mem_rmask [CHANNELS];
            logic   [3:0]   mem_wmask [CHANNELS];
            logic   [31:0]  mem_rdata [CHANNELS];
            logic   [31:0]  mem_wdata [CHANNELS];
            bit             error = 1'b0;
endinterface
module cache_adapter (
    input   logic clk, rst, 
    output  logic   [31:0]  bmem_addr,
    output  logic           bmem_read,
    output  logic           bmem_write,
    input   logic   [63:0]  bmem_rdata,
    output  logic   [63:0]  bmem_wdata,
    input   logic           bmem_resp,
    input   logic           bmem_ready,
    input   logic   [31:0]  bmem_raddr,
    input   logic   [31:0]  dfp_addr,
    input   logic           dfp_read,
    input   logic           dfp_write,
    output  logic   [255:0] dfp_rdata,
    output  logic   [31:0]  dfp_raddr,
    input   logic   [255:0] dfp_wdata,
    output  logic           dfp_r_resp, dfp_w_resp
);
logic [1:0] read_resp_counter, write_resp_counter;
logic [63:0] data1, data2, data3;
always_ff @( posedge clk ) begin
    if (rst) begin
        read_resp_counter <= '0;
        write_resp_counter <= '0;
    end
    if (bmem_resp) begin
        read_resp_counter <= read_resp_counter + 1'b1;
    end
    if (read_resp_counter == 2'b00) begin
        data1 <= bmem_rdata;
    end
    if (read_resp_counter == 2'b01) begin
        data2 <= bmem_rdata;
    end
    if (read_resp_counter == 2'b10) begin
        data3 <= bmem_rdata;
    end
    if(bmem_write && bmem_ready) begin
        write_resp_counter <= write_resp_counter + 1'b1;
    end
end
always_comb begin
    bmem_addr = dfp_addr;
    bmem_read = dfp_read;
    bmem_write = dfp_write;
    bmem_wdata = dfp_wdata[write_resp_counter*64 +: 64];
    dfp_r_resp = '0;
    dfp_w_resp = '0;
    dfp_rdata = 'x;
    dfp_raddr = bmem_raddr;
    if (read_resp_counter == 2'b11) begin
        dfp_r_resp = '1;
        dfp_rdata = {bmem_rdata, data3, data2, data1};
    end
    if(write_resp_counter == 2'b11) begin
        dfp_w_resp = '1;
    end
end
endmodule : cache_adapter

===== flow/run.sh =====
#!/bin/bash
# OpenROAD 26Q1-2900-gdf79404cd8, Yosys 0.63+post, stock flow scripts
make -C /OpenROAD-flow-scripts/flow DESIGN_CONFIG=/design/flow/config.mk WORK_HOME=/design/flow/orfs finish

==> notes.md <==
This note records the results obtained with Yosys and OpenROAD.

Routing
For this block, the initial DRC count from the detailed router was 195. The total via count in the routed design is 6180. In the final routed layout, each cell accounts on average for 20.6 um.

Per the post-route antenna check, the number of violating nets is 0. In the routed layout, each cell is associated on average with a via count of 2.93. The script parses the final routing iteration and logs DRC violations as 0. The iteration count of the initial detailed-routing pass is 4. The final layout contains routed wiring with a total length of 43.4 mm.

Final timing
The final worst setup slack is 2.02 ns. Across all hold checks on the routed design, the worst slack comes to 0.686 ns. In this build the clock could be raised as far as 0.240 GHz. The relative slew slack is 0.555. The count of final setup violators is 0. Dividing the final minimum period by the clock period gives 0.673. The pin slew with the least headroom to its limit is 0.668 ns. The number of slew-limit violations in the final report is 0. The hold violation total from the final report is 0. Setup repair after global routing left no endpoint under its margin. The routed design could run at a clock period as short as 4.18 ns. The total negative slack is 0 ns. Clock skew on the completed layout was measured at 0.0130 ns.

Yosys
The share of Yosys cell area claimed by the top area cell type is 0.690. Counting flops with an async set or reset pin after synthesis yields a share of 0. A synthesized cell averages 20.4 um^2.

The post-synthesis sequential area ratio is 0.690. The synthesized netlist contains 13 unique library cells. The synthesis report lists the Yosys warning total as 1.

Sorting the synthesis cell report by count puts at the top sky130_fd_sc_hd__edfxtp_1. The cell count listed in synth_stat.txt is 417. For reference, the top cells by area after synthesis are sky130_fd_sc_hd__edfxtp_1 69%, sky130_fd_sc_hd__mux4_2 17%, sky130_fd_sc_hd__buf_4 12%, sky130_fd_sc_hd__buf_6 0.79%, sky130_fd_sc_hd__ha_1 0.73%. The most common flop cell mapped by yosys is sky130_fd_sc_hd__edfxtp_1. Per the synthesis report, the dominant area consumer among library cells is sky130_fd_sc_hd__edfxtp_1.

The yosys synthesis chip area is 8520 um^2. By count the netlist is led by 196 x sky130_fd_sc_hd__edfxtp_1, 131 x sky130_fd_sc_hd__buf_4, 64 x sky130_fd_sc_hd__mux4_2. The flip-flop and latch count after synthesis is 196.

After synthesis the cells add up to 8520 um^2. The gate count after technology mapping is 417. In this run, synthesis inferred 196 flip-flops with an integrated enable.

Min path
The launch point of the worst hold path is read_resp_counter[0]. Along the worst hold path, the cell count comes to 1. In this run the worst hold path is classified as reg -> reg.

Global routing
The number of global-route vias before repair is 7018. The overall fraction of global-route tracks in use is 0.0868. The number of antenna violations at the first check in global routing is 29. The total congestion overflow is 0. Entering global routing, the biggest net connects 67 pins. The first global-routing pass estimated 58.5 mm of wire.

Clock tree
The longest clock path from root to sink contains 2 buffers. Post-CTS repair ended up resizing 0 cells. The registers of the reported paths see a clock transition of 0.08 ns. The total CTS buffers is 17.

The CTS sink count is 196. The root buffer selected by CTS is sky130_fd_sc_hd__clkbuf_16. The post-CTS setup buffer count is 0. TritonCTS built the clock tree. The insertion delay at the late pin of the worst-skew pair is 0.47 ns. The number of hold-repair buffers added at the cts stage is 0. The total number of H-tree levels is 4.

Pwr
The leakage power in the latest report is 5.15 nW. The internal portion of the total power is 2.70 mW. The report lists the power per cell area as 220 nW/um^2. The part of the total power dissipated in combinational logic is 0.228.

The maximum vdd drop is 185 uV. The power report attributes to the sequential group a share of 0.461. The fraction of power spent switching nets is 0.238.

The net switching power is 0.843 mW. The power report attributes to the clock group a share of 0.312. The total power is 3.54 mW.

Critical path
The worst setup path is captured at an output pin. The worst endpoint data arrival time is 2.94 ns. The worst reg-to-reg setup slack is 4.00 ns. The kind of launch point of the worst setup path is a primary input.

According to the timing report, the critical path is captured at bmem_wdata[3]. The data required time at the worst endpoint is 4.96 ns. The worst register-to-register path begins at read_resp_counter[0]. The capturing point of the worst reg2reg path is data1[2]. The critical path start-end classification is in -> out. The critical path starts at dfp_wdata[3]. The largest driver fanout on the critical path is 1. The depth of the worst register-to-register path is 3.

Place
The worst slack at placement is 1.99 ns. The number of cells in the design after placement is 2070. The cell area after placement is 15400 um^2. According to the dpl log, the detail-placed design has an HPWL of 37.6 mm. After its last routability iteration, the placer logged a weighted congestion of 0.890. The count of buffers inserted at the top-level ports is 647.

Finish
The end-of-flow core utilization is 0.189. After routing the design area is 16000 um^2. The layout summary lists the proportion of cells stronger than drive strength 1 as 0.110. From synthesis to final layout, the design area changed by 88.3%. The final report lists a non-filler cell total of 2110.

Floorplanning
In this run the count of I/O pins placed on the die edge is 778. The site row count is 107. Per the OpenROAD floorplan log, the area of the core is 84900 um^2.

The die is 312 um tall. The die covers 97300 um^2. In this run the horizontal extent of the chip is 312 um. The fraction of the core area occupied by cells at floorplan is 0.100.

Job
The max-capacitance violation count is 0. Summing over the stages, the warning tally comes to 28.

Run status
The flow ran to the end, and the final reports show no timing, DRC or antenna violations.
[layout by cell type, fill, tap and decap left out]
cell type | netlist | final
sky130_fd_sc_hd__clkdlybuf4s50_1 | 0 | 647
sky130_fd_sc_hd__edfxtp_1 | 196 | 196
sky130_fd_sc_hd__mux4_2 | 64 | 64
sky130_fd_sc_hd__clkbuf_16 | 0 | 17
sky130_fd_sc_hd__diode_2 | 0 | 8
sky130_fd_sc_hd__buf_4 | 131 | 5
sky130_fd_sc_hd__clkinv_8 | 0 | 4
sky130_fd_sc_hd__inv_6 | 0 | 4
sky130_fd_sc_hd__ha_4 | 0 | 3
sky130_fd_sc_hd__inv_1 | 2 | 2
sky130_fd_sc_hd__ha_1 | 5 | 2
sky130_fd_sc_hd__inv_8 | 0 | 2
sky130_fd_sc_hd__clkinvlp_4 | 0 | 2
sky130_fd_sc_hd__or2_2 | 1 | 1
sky130_fd_sc_hd__a21o_1 | 1 | 1
sky130_fd_sc_hd__and3b_1 | 1 | 1
sky130_fd_sc_hd__nor2b_1 | 1 | 1
sky130_fd_sc_hd__and2_1 | 1 | 1
sky130_fd_sc_hd__and3_1 | 1 | 1
sky130_fd_sc_hd__inv_12 | 0 | 1
sky130_fd_sc_hd__clkbuf_1 | 0 | 1
sky130_fd_sc_hd__clkinv_2 | 0 | 1
sky130_fd_sc_hd__buf_12 | 0 | 1
[cell type report]
| cell class | instances | area, um^2 |
|---|---|---|
| sequential | 196 | 5890 |
| antenna | 8 | 20.0 |
| tap | 1144 | 1430 |
| clock inverter | 14 | 159 |
| inverter | 2 | 7.51 |
| multi-input combinational | 75 | 1580 |
| fill | 9124 | 68800 |
| timing repair buffer | 653 | 6530 |
| clock buffer | 18 | 429 |
[kinds of logic (layout without fill, tap and decap cells)]
| family | count (synthesis) | count (layout) | synth area share |
|---|---|---|---|
| AOI/OAI and AO/OA | 1 | 1 | 0.000881 |
| adders and majority gates | 5 | 5 | 0.00734 |
| buffers and inverters | 146 | 687 | 0.128 |
| DFF | 196 | 196 | 0.690 |
| muxes | 64 | 64 | 0.169 |
| other | 0 | 8 | 0 |
| and+or+nand+nor | 5 | 5 | 0.00397 |
[power by group through the flow]
| stage | clock, mW | combinational, mW | sequential (mW) |
|---|---|---|---|
| after CTS | 1.18 | 0.832 | 1.63 |
| final | 1.10 | 0.806 | 1.63 |
| after global routing | 1.21 | 0.865 | 1.64 |
[registers in the layout, summed over array words and instances, names as in the netlist]
| signal | flops |
|---|---|
| write_resp_counter | 2 |
| data1 | 64 |
| data2 | 64 |
| read_resp_counter | 2 |
| data3 | 64 |
[layer usage]
metal,vias up,track usage,routed length (um)
li1,2600,-,-
met1,2934,0.0902,14600
met2,559,0.142,20800
met3,65,0.0658,7070
met4,22,0.0121,808
met5,-,0,145
[worst max-delay path: stages]
cell and delay, ns:
sky130_fd_sc_hd__clkdlybuf4s50_1 0.60, sky130_fd_sc_hd__mux4_2 0.62, sky130_fd_sc_hd__clkdlybuf4s50_1 0.46
[worst min-delay path by stage]
stage | end
after global routing | read_resp_counter[0]
after CTS | read_resp_counter[0]
final | read_resp_counter[0]
Power is estimated from default activity; no workload was simulated.
